==> flow/run.sh <==
#!/bin/bash
# OpenROAD 26Q1-2900-gdf79404cd8, Yosys 0.63+post, stock flow scripts
make -C /OpenROAD-flow-scripts/flow DESIGN_CONFIG=/design/flow/config.mk WORK_HOME=/design/flow/orfs finish
==> flow/config.mk <==
export PLATFORM = sky130hd
export DESIGN_NAME = BCD27seg_topmodule
export DESIGN_NICKNAME = BCD27seg_topmodule
export VERILOG_FILES = /design/flow/design.v
export SDC_FILE = /design/flow/constraint.sdc
export NUM_CORES = 4
export LEC_CHECK = 1
export CORE_AREA = 10 10 70 70
export DIE_AREA = 0 0 80 80
==> flow/constraint.sdc <==
current_design BCD27seg_topmodule

set clk_period 1.5
set clk_io_pct 0.2

create_clock -name clk0 -period $clk_period

set non_clock_inputs [all_inputs -no_clocks]
set_input_delay [expr $clk_period * $clk_io_pct] -clock clk0 $non_clock_inputs
set_output_delay [expr $clk_period * $clk_io_pct] -clock clk0 [all_outputs]
==> flow/design.v <==
module BCD27seg (
    input [3:0]bcd,
    output [6:0]seg
);
    assign seg = (bcd==0) ? 7'b0000001:
        (bcd==1) ? 7'b1001111:
        (bcd==2) ? 7'b0010010:
        (bcd==3) ? 7'b0000110:
        (bcd==4) ? 7'b1001100:
        (bcd==5) ? 7'b0100100:
        (bcd==6) ? 7'b0100000:
        (bcd==7) ? 7'b0001111:
        (bcd==8) ? 7'b0000000:
        (bcd==9) ? 7'b0000100:
        7'b1111111;
endmodule
module BCD27seg_topmodule (
    input [3:0] x0, x1, x2, x3,
    output [6:0] seg0, seg1, seg2, seg3
);
BCD27seg led1 (
    .bcd(x0), .seg(seg0)
);
BCD27seg led2 (
    .bcd(x1), .seg(seg1)
);
BCD27seg led3 (
    .bcd(x2), .seg(seg2)
);
BCD27seg led4 (
    .bcd(x3), .seg(seg3)
);
endmodule
==> CHANGELOG.md <==
## Implementation

- Synthesized instance count: 97
- Worst-margin pin slew: 0.251 ns
- Initial antenna violation count: 0
- Routed vias: 948
- Fa+ha+maj area frac: 0%
- 1st-iter DRT viols: 25
- Total Power Consumption: 363 uW
- Cell area power density: between 200 and 300 nW/um^2
- Core area: ~3400 um^2
- Y dimension of the die: 80 um
- Die Span X: 80 um
- Top cell area share: 11.8%
- AND/OR/NAND/NOR Cells, Area Fraction: about 33%
- Standard-cell row count: 21
- Final sequential cell count: 0
- Fraction of final layout cells sized beyond drive strength 1: a little under half
- Pre-placement core utilization: 17.4%
- Non-Filler Instances: roughly 200
- Dpl cells: 199
- Vias per cell: 4.60
- Crit path required time: 1.20 ns
- Area Overhead vs Synth: 115%
- Cell type with the largest total area: sky130_fd_sc_hd__a21oi_1
- Number of failing setup endpoints in the final timing report: 0
- Antenna cells: 0
- Logic depth of the worst setup path including buffers: 5
- Final hold violation count: 0
- Post-Synth XOR/XNOR Area: between 1 and 1.5%
- Hold-fix buffers, CTS: 0
- Tally of filler cells in the layout: 357
- Max Slew Vio Count: 0
- Remaining global-route overflow: 0
- Post-synth area from yosys stat: 596 um^2
- Startpoint of the most critical setup path: x3[1]
- Distinct lib cells: 24
- Most Crowded Layer GR: met2
- Via count of the first global-routing pass: 863
- Most used cells in the layout excluding fill and tap cells: sky130_fd_sc_hd__buf_4, sky130_fd_sc_hd__dlygate4sd2_1, sky130_fd_sc_hd__a21oi_1
- Hold Path Cell Cnt: 4
- Setup crit start kind: primary input
- Worst VDD drop: 0.0939 mV
- Max-Slew Margin vs Limit: 83.2%
- Number of cells in Yosys stat: roughly 97
- Post-synthesis compound-gate area fraction: about 51%
- Most used logic cell in the final layout: sky130_fd_sc_hd__buf_4
- Routed length per placed instance: 12.1 um
- Post-DP Area: 1180 um^2
- Crit end category: output pin
- Final HPWL from detailed placement: between 1500 and 2000 um
- Wire length of the first global-routing pass: 3910 um
- Syn Std Cell Area: about 600 um^2
- CP Cell Sequence: buf_4, and2_4, nor2_1, o21ai_2, clkdlybuf4s50_1
- Class of the worst hold path: primary input to output pin
- Count of warning messages emitted by the tools: 33
- Clock buffers: 0
- Port Buf Inserts: 44
- Final period demand of the worst path: 1.49 ns
- Max Clock Freq: 0.670 GHz
- Post-route cell area: 1280 um^2
- Number of buffers and inverters on the critical path: 2
- Die outline area: about 6400 um^2
- Synth warnings: 0
- Critical Setup Path Class: primary input to output pin
- Number of search-and-repair iterations in the first detailed-routing pass: 4
- Met3 capacity usage during global routing: 2.39%
- Status: finished, final reports clean
- MUX share of area: 0%
- Worst hold path startpoint: x3[0]
- Critical Path Max Stage Delay: 0.40 ns
- GR Layer Usage met1: 9.37%
- Largest net degree at the start of global routing: 11
- Mean instance size in the synthesized netlist: 6.14 um^2
- DRC violation count after routing: 0
- GRT Resource Usage Total: under 10%
- Register cell area after layout: 0 um^2
- Post-layout util: 37.5%
- Family with the most delay on the worst path: buffers and inverters
- RePlAce Congestion: 0.798
- Dominant cells by area after synthesis: sky130_fd_sc_hd__a21oi_1, sky130_fd_sc_hd__o21ai_0, sky130_fd_sc_hd__nand2_1, sky130_fd_sc_hd__buf_6, sky130_fd_sc_hd__nor4b_2
- Post-synth seq share: 0%
- Ports: 44
- Comb area leader: AND-OR/OR-AND gates
- Routed wire length: about 2500 um
- Routing usage on met2: 10.8%
- Antenna Violating Nets Remaining: 0
- CP Max Fanout: 4
- Worst endpoint data arrival time: 1.19 ns
- Max Cap Viol: 0
- Portion of the clock cycle consumed by the worst path in the final layout: 99.5%
- Crit-path slowest cell: sky130_fd_sc_hd__clkdlybuf4s50_1
- Leak: 0.000589 uW
==> per-stage QoR <==
stage / TNS (ns) / hold WS [ns] / worst slack, ns
finish: 0 / 0.927 / 0.00744
global placement: -15.75 / 1.69 / -0.671
floorplan: 0 / 0.635 / 0.328
detailed placement: -16.20 / 1.68 / -0.720
global route: -0.0249 / 0.963 / -0.0143
CTS: -0.0602 / 1.00 / -0.0360
==> layout make-up <==
| cell class | instances | area, um^2 | share of cell area (%) |
|---|---|---|---|
| Inverter | 7 | 26.3 | 2.05 |
| Multi-Input combinational cell | 82 | 588 | 45.9 |
| Tap cell | 46 | 57.6 | 4.50 |
| Timing Repair Buffer | 71 | 608 | 47.5 |
==> where the power goes <==
group / switching, uW / leakage [uW] / internal (uW)
Combinational: 148 / 0.000589 / 215
Clock: 0 / 0 / 0
Sequential: 0 / 0 / 0
==> cell families after synthesis <==
logic type / after synthesis
buffers and inverters: 15
and+or+nand+nor: 35
xor gates and xnor gates: 1
AOI/OAI and AO/OA: 46
==> synthesized netlist by cell type, drive strengths merged <==
library cell  number
a21oi             17
nand2             13
o21ai             13
nor2              10
buf                8
inv                7
o211ai             7
nor4b              3
o21a               3
o221ai             3
or2                3
or3                3
a22oi              1
and2               1
nor2b              1
nor3               1
o22a               1
o32a               1
xor2               1
==> tightest hold or removal path, delay by kind of cell <==
kind / cells / cell delay, ns
buf+inv: 2 / 0.22
compound gates: 1 / 0.06
simple gates: 1 / 0.05
==> per-layer routing <==
metal,share of wire (%),vias to the layer above
li1,-,481
met1,45,436
met2,44,31
met3,11,0
met4,0,0
met5,0,-
==> worst paths after layout <==
check | to | slack, ns
max | seg3[2] | 0.007
min | seg3[1] | 0.93
==> timing repair <==
action	CTS	global route
setup buffers	4	2
pin swaps	16	6
setup endpoints to repair	28	12
gates resized	128	23
cloned	1	0
No activity file was given, so power comes from the tool's default toggle rates.
