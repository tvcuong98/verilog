--- design.v ---
module majority #(parameter n=8) (
    input [n-1:0] x,
    output reg y
);
    reg [($clog2(n)-1):0] cnt;
    integer i;
    always @ (x) begin
        cnt = 0;
        for (i = 0; i < n; i = i + 1) begin
            if (x[i]) cnt = cnt + 1;
        end
        y = (cnt >= n/2) ? 1 : 0;
    end
endmodule
--- run.sh ---
#!/bin/bash
# OpenROAD 26Q1-2900-gdf79404cd8, Yosys 0.63+post, stock flow scripts
make -C /OpenROAD-flow-scripts/flow DESIGN_CONFIG=/design/flow/config.mk WORK_HOME=/design/flow/orfs finish
--- config.mk ---
export PLATFORM = sky130hd
export DESIGN_NAME = majority
export DESIGN_NICKNAME = majority
export VERILOG_FILES = /design/flow/design.v
export SDC_FILE = /design/flow/constraint.sdc
export NUM_CORES = 4
export LEC_CHECK = 1
export CORE_AREA = 10 10 70 70
export DIE_AREA = 0 0 80 80
--- constraint.sdc ---
current_design majority

set clk_period 4.4
set clk_io_pct 0.2

create_clock -name clk0 -period $clk_period

set non_clock_inputs [all_inputs -no_clocks]
set_input_delay [expr $clk_period * $clk_io_pct] -clock clk0 $non_clock_inputs
set_output_delay [expr $clk_period * $clk_io_pct] -clock clk0 [all_outputs]
==> Slide: Implementation Results <==
Run Summary

Run status
  • Outcome: complete, but fails checks
  • Failing checks: negative setup slack

Critical path
  • Critical Path Source Type: primary input
  • Worst path required time: 3.52 ns
  • WP data arrival: 3.56 ns
  • Worst setup path category: in2out
  • CP Capture Type: output pin
  • Largest fanout on the critical path: 4

Placement
  • Detailed Place HPWL: 1032 um
  • Placer congestion estimate: 0.7852
  • IO Port Bufs: 9

Flow run
  • Tool warning count: 37
  • Max Cap Violations: 0

Min path
  • Hold crit path type: in2out

Logic synthesis
  • YS chip area: approximately 540 sq um
  • Post-synthesis simple-gate area fraction: 21.76%
  • Xor/xnor share: about a fifth
  • Yosys stat cell total: 70
  • Netlist cell types: 28
  • Top area cell types: ha_1, xnor2_1, a2111oi_4
  • Cells after synthesis: around 70
  • Multiplexer share: 3.935%
  • Yosys warning tally: 1
  • Mean Syn Cell Area: 7.722 sq um
  • Post-synth top area cell: ha_1
  • Cell Area, Synth: 540.5 sq um
  • Adder Area Share: 16.20%
  • Register area share after synthesis: 0%
  • Dominant comb cell: AND-OR/OR-AND gates
  • Ao+oa area frac: about a quarter
  • Top cell area share: 16.20%

Global route
  • Overflow after GRT: 0
  • Vias in the first global route: 561
  • Initial antenna violation count: 0
  • First-pass GRT wire length: 2442 um
  • Largest net degree at the start of global routing: 12
  • Total global-route track usage: 4.297%

Final layout
  • Dominant logic cell type in the layout: buf_4
  • FF+latch area: 0 sq um
  • Layout cells sized above 1: 55.56%
  • Fin util: 28.28%
  • Flop Count: 0
  • Clock buffers: 0
  • Most common logic cells in the final layout: buf_4, xnor2_1, nand2_1, buf_6, clkdlybuf4s50_1
  • Area grow syn2layout: 78.70%
  • Logic cell area: between 500 and 600 sq um
  • Fillcell total: 360

Drt
  • Vias: 576
  • Total wire length: 1303 um
  • Detailed-router iteration count before antenna repair: 3
  • DRC: 0
  • Via density: 3.972
  • Antenna viol nets, final: 0
  • DR WL/cell: 8.986 um
  • Initial DRC count: 16
  • Antenna diode count: 0

Final timing
  • Fin. Hold Viols: 0
  • Hold Worst Slack: 2.592 ns
  • Slew @ Worst Pin: 0.3572 ns
  • Max Freq: 0.2250 GHz
  • Min Tclk post-route: 4.444 ns
  • Final period util: 101.0%
  • Fin. max-slew vios: 0
  • Final setup fails: 1
  • Worst Slack Setup Final: -0.04393 ns
  • Rel. slew slack: 76.14%
  • Final setup TNS: -0.04393 ns
  • RSZ-0062 raised after global routing: true

Floorplan
  • Rows: 21
  • Die area: 0.006400 sq mm
  • Core area: 0.003416 sq mm
  • Die X: roughly 80 um
  • Fp util: 15.82%
  • IO Pins: 9
  • Height of the die: roughly 80 um

Power and ir drop
  • PwrDens: ~190 mW/mm^2
  • P_leak: 0.3767 nW
  • Worst VDD drop: 0.00004555 V
  • Total chip power: 0.0001849 W

Clock tree
  • CTS Hold Buffers Added: 0
## path summary, 6_finish.rpt
check / startpoint / endpoint / slack, ns / depth (start not counted)
worst min-delay path: x[7] / y / 2.59 / 5
worst max-delay path: x[0] / y / -0.04 / 19
## what timing repair did
item	4_1_cts	5_1_grt
resized	37	7
setup buffers	4	2
endpoints found under the setup margin	1	1
pin swaps	13	14
endpoints found under the hold margin	0	0
## synth_stat cells
| library cell | n |
|---|---|
| xnor2_1 | 9 |
| ha_1 | 7 |
| inv_1 | 7 |
| nand2_1 | 7 |
| o21ai_0 | 4 |
| a21oi_1 | 3 |
| nand3_1 | 3 |
| nor2_1 | 3 |
| a211oi_1 | 2 |
| a311oi_1 | 2 |
| buf_2 | 2 |
| buf_6 | 2 |
| nand2b_1 | 2 |
| nor3_1 | 2 |
| nor3b_1 | 2 |
| a2111oi_4 | 1 |
| a221oi_1 | 1 |
| a31oi_1 | 1 |
| and3_4 | 1 |
| and4_1 | 1 |
| buf_4 | 1 |
| mux2_2 | 1 |
| mux2i_1 | 1 |
| nand3b_1 | 1 |
| o22ai_1 | 1 |
| o32ai_2 | 1 |
| xnor2_4 | 1 |
| xor2_1 | 1 |
## final cells by class
cell class                      instances  area share [%]
Timing Repair Buffer                   34           29.53
Tap cell                               46           5.959
Inverter                                7           2.979
Multi-Input combinational cell         58           61.53
## per-layer routing
| layer | GRT usage (%) | routed length (um) |
|---|---|---|
| met5 | 0 | 0 |
| met4 | 0 | 8 |
| met3 | 0.6818 | 67 |
| met2 | 6.661 | 556 |
| met1 | 6.403 | 671 |
## stage by stage
| stage | std cells | cell area [sq um] | setup WS (ns) |
|---|---|---|---|
| 2_1_floorplan | 70 | 551.8 | 0.007859 |
| 3_3_place_gp | 139 | 802.0 | -1.091 |
| 3_5_place_dp | 139 | 802.0 | -1.110 |
| 4_1_cts | 143 | 923.4 | -0.1401 |
| 5_1_grt | 145 | 965.9 | -0.2210 |
| 6_report | 145 | 965.9 | -0.04393 |
## critical path, cell delays in order
cell and delay (ns):
buf_6 0.10, buf_6 0.11, ha_4 0.15, mux2i_2 0.15
xnor2_1 0.10, mux2_4 0.29, ha_4 0.28, inv_4 0.04
a221oi_2 0.24, o21ai_1 0.10, a21oi_2 0.14, nor2_1 0.06
ha_2 0.19, nand2_2 0.07, xnor2_2 0.12, xnor2_1 0.15
xnor2_1 0.15, xnor2_1 0.14, buf_2 0.11
## power breakdown
group	internal, W	switching [W]	total (W)
clock	0	0	0
sequential	0	0	0
combinational	0.000106	0.0000788	0.000185
## logic make-up (layout without fill, tap and decap cells)
| family | Yosys count | count (layout) |
|---|---|---|
| AND/OR/NAND/NOR | 22 | 22 |
| buffers and inverters | 12 | 41 |
| multiplexers | 2 | 2 |
| adder cells (fa/ha/maj) | 7 | 7 |
| XOR/XNOR | 11 | 11 |
| AND-OR/OR-AND | 16 | 16 |
Power and IR drop assume default switching activity.
